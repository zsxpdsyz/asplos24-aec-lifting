File: design/flow/constraint.sdc
current_design simple_csr_regfile

set clk_period 5.5
set clk_io_pct 0.2

create_clock -name clk0 -period $clk_period [get_ports {clk_i}]

set non_clock_inputs [all_inputs -no_clocks]
set_input_delay [expr $clk_period * $clk_io_pct] -clock clk0 $non_clock_inputs
set_output_delay [expr $clk_period * $clk_io_pct] -clock clk0 [all_outputs]
File: design/flow/config.mk
export PLATFORM = sky130hd
export DESIGN_NAME = simple_csr_regfile
export DESIGN_NICKNAME = simple_csr_regfile
export VERILOG_FILES = /design/flow/design.v
export SDC_FILE = /design/flow/constraint.sdc
export NUM_CORES = 4
export LEC_CHECK = 1
export CORE_AREA = 10 10 283 283
export DIE_AREA = 0 0 293 293
File: design/flow/run.sh
#!/bin/bash
# OpenROAD 26Q1-2900-gdf79404cd8, Yosys 0.63+post, stock flow scripts
make -C /OpenROAD-flow-scripts/flow DESIGN_CONFIG=/design/flow/config.mk WORK_HOME=/design/flow/orfs finish
File: design/flow/design.v
module simple_csr_regfile (
    input clk_i,                 
    input rst_ni,                
    input [31:0] csr_wdata_i,
    input [11:0] csr_addr_i,
    input [7:0] csr_op_i,
    output [127:0] pmpcfg_o,     
    output [511:0] pmpaddr_o     
);
	parameter [31:0] NrPMPEntries = 8;
    reg [127:0] pmpcfg_q, pmpcfg_d;
    reg [511:0] pmpaddr_q, pmpaddr_d;
    assign pmpcfg_o = pmpcfg_q;
    assign pmpaddr_o = pmpaddr_q;
    wire [11:0] csr_addr;
    assign csr_addr = csr_addr_i;
	reg csr_we;
    reg [31:0] csr_wdata;
    always @(*) begin : csr_update
        pmpcfg_d = pmpcfg_q;
        pmpaddr_d = pmpaddr_q;
        if (csr_we) begin
            case (csr_addr[11-:12])
				12'h3a0: begin : sv2v_autoblock_3
					reg signed [31:0] i;
					for (i = 0; i < 4; i = i + 1)
						if (!pmpcfg_q[(i * 8) + 7])
							pmpcfg_d[i * 8+:8] = csr_wdata[i * 8+:8];
				end
				12'h3a1: begin : sv2v_autoblock_4
					reg signed [31:0] i;
					for (i = 0; i < 4; i = i + 1)
						if (!pmpcfg_q[((i + 4) * 8) + 7])
							pmpcfg_d[(i + 4) * 8+:8] = csr_wdata[i * 8+:8];
				end
				12'h3a2: begin : sv2v_autoblock_5
					reg signed [31:0] i;
					for (i = 0; i < 4; i = i + 1)
						if (!pmpcfg_q[((i + 8) * 8) + 7])
							pmpcfg_d[(i + 8) * 8+:8] = csr_wdata[i * 8+:8];
				end
				12'h3a3: begin : sv2v_autoblock_6
					reg signed [31:0] i;
					for (i = 0; i < 4; i = i + 1)
						if (!pmpcfg_q[((i + 12) * 8) + 7])
							pmpcfg_d[(i + 12) * 8+:8] = csr_wdata[i * 8+:8];
				end
                12'h3b0, 12'h3b1, 12'h3b2, 12'h3b3, 12'h3b4, 12'h3b5, 12'h3b6, 12'h3b7, 12'h3b8, 12'h3b9, 12'h3ba, 12'h3bb, 12'h3bc, 12'h3bd, 12'h3be, 12'h3bf: begin : sv2v_autoblock_7
					reg signed [31:0] index;
					index = csr_addr[3:0];
					if (!pmpcfg_q[(index * 8) + 7] && !(pmpcfg_q[(index * 8) + 7] && (pmpcfg_q[(index * 8) + 4-:2] == 2'b01))) begin
						pmpaddr_d[index * 32+:32] = csr_wdata[31:0];
					end
				end
            endcase
        end
    end
    always @(*) begin : csr_op_logic
		csr_wdata = csr_wdata_i;
		csr_we = 1'b1;
		case (csr_op_i)
			8'd31: csr_wdata = csr_wdata_i;
			8'd32: csr_we = 1'b0;
			8'd24: begin
				csr_we = 1'b0;
			end
			8'd23: begin
				csr_we = 1'b0;
			end
			8'd25: begin
				csr_we = 1'b0;
			end
			default: begin
				csr_we = 1'b0;
			end
		endcase
	end
    always @(posedge clk_i or negedge rst_ni)
        if (~rst_ni) begin
            pmpcfg_q <= 1'sb0;
            pmpaddr_q <= 1'sb0;
        end else begin
            begin : sv2v_autoblock_8
				reg signed [31:0] i;
				for (i = 0; i < 16; i = i + 1)
					if (i < NrPMPEntries) begin
						if ((pmpcfg_d[(i*8) + 4-:2] != 2'b10) && !((pmpcfg_d[i * 8] == 1'b0) && 
                            (pmpcfg_d[(i * 8) + 1] == 1'b1)))
							pmpcfg_q[i*8+:8] <= pmpcfg_d[i * 8+:8];
						else
							pmpcfg_q[i * 8+:8] <= pmpcfg_q[i * 8+:8];
                        pmpaddr_q[i * 32+:32] <= pmpaddr_d[i * 32+:32];
					    end
                    else begin
                        pmpcfg_q[i * 8+:8] <= 1'sb0;
                        pmpaddr_q[i * 32+:32] <= 1'sb0;
                    end
			end
        end
endmodule
==> reports/metrics.csv <==
metric,value,unit
htree depth,2,
CTS Buffer Depth,3,
DRT Pass-1 Iters,4,
vias in the first global route,11300,
status,finished clean,
setup tns final,0,ns
total track usage,13.4,%
startpoint types,primary input,
fraction of the cycle the final worst path needs,70.8,%
HP Start,pmpaddr_q[254],
FP Rows,100,
met1 Resource Use GR,17.5,%
fmax,0.257,GHz
Post-synth EDFFs,0,
unrepaired setup endpoints after global routing,false,
drt via density,3.86,
Syn Inst Count,1317,
die width,293,um
Syn. warnings,1,
most frequent logic cell in the layout,clkdlybuf4s50_1,
Num CTS Buffers,39,
Power per Cell Area,265,nW/um2
Critical Path Sink Type,register,
DP HPWL,45.3,mm
YS chip area,14900,um2
worst-path cell chain,clkdlybuf4s50_1 -> inv_1 -> ha_1 -> xnor2_1 -> nand3_1 -> a2111oi_4 -> nand2_2 -> buf_4 -> mux2_2,
largest net degree at the start of global routing,115,
die area,85800,um2
Mapped Area,14900,um2
"commonest cells after routing, fill and taps aside","372 x clkdlybuf4s50_1, 320 x conb_1, 320 x dfrtp_1, 175 x nand2_1, 120 x mux2_2",
die height,293,um
post-CTS setup buffer count,0,
max cap viols,0,
Worst R2R Start,pmpcfg_o[23],
Worst Setup SP,csr_addr_i[0],
# port buffers,373,
count of final max-slew check failures,0,
Fillers,7547,
Yosys cell types,49,
CTS resizes,0,
CTS tree,built,
Final setup viols,0,
register share after synthesis,53.6,%
Starting Density,20.1,%
Core Footprint,74200,um2
max incr delay on CP,0.67,ns
ys async rst share,100,%
layout cells sized above 1,13.1,%
worst rel slew slack,48.5,%
GR met2 Demand/Resource,21.0,%
CTS sink count,320,
worst vdd rail ir drop,0.000299,V
MI comb area,5530,um2
total grt overflow,0,
critical path data required time,5.80,ns
Yosys Instances,1317,
Worst EP arrival,4.19,ns
slowest CP cell,clkdlybuf4s50_1,
Vias,10500,
register area,8010,um2
largest fanout on the critical path,23,
CTS root buf,clkbuf_16,
Leak,9.43,nW
Total Routed Length,58.4,mm
Mean Syn Cell Area,11.3,um2
Setup Crit Path Kind,in -> reg,
initial DRC count,564,
Most Crowded Layer GR,met2,
Tmin final,3.90,ns
"Hold Violations, Final",0,
clk_skew,0.173,ns
IO Count,694,
Slew @ Worst Pin,0.771,ns
Hold WC Path Type,reg -> reg,
stage-log warning count,35,
routed length per instance,21.5,um
Total Power,5.33,mW
Area Growth Syn to Fin,34.7,%
initial antenna violation count,9,
GRT met3 Usage,5.18,%
clk slew on worst S/H paths,0.16,ns
Main synth FF type,dfrtp_1,
Antenna Nets Post-Route,0,
flops out of synthesis,320,
global placer's final weighted congestion,0.849,
drc violations,0,
first-pass GRT wire length,83.1,mm
clk latency late pin,0.56,ns
CTS Hold Buffers Added,0,
-- final timing paths --
path                             endpoint  slack (ns)  cells past startpoint
max                         pmpaddr_q[87]        1.60                      9
min                        pmpaddr_q[254]        0.48                      2
max reg2reg                 pmpaddr_q[87]        2.31                      6
min reg2reg                pmpaddr_q[254]        0.48                      2
max in group asynchronous   pmpaddr_q[87]        3.84                      2
min in group asynchronous  pmpaddr_q[227]        0.50                      1
-- metrics by stage --
stage	std cells	cell area (um2)	setup slack [ns]	utilization, %	hold slack (ns)
2_1_floorplan	1636	16100	2.32	-	0.426
3_3_place_gp	2641	18800	1.18	25.3	0.463
3_5_place_dp	2641	18800	1.09	25.3	0.469
4_1_cts	2711	20100	1.59	27.1	0.482
5_1_grt	2711	20100	1.35	27.1	0.493
6_report	2715	20100	1.60	27.1	0.481
-- per-layer routing --
layer  share of wire [%]  vias to the layer above
li1                    -                     4642
met1                  42                     5244
met2                  46                      532
met3                 9.9                       66
met4                 2.4                        4
met5               0.048                        -
-- flip-flops by register name (all words and copies together) (netlist names) --
| signal | cells |
|---|---|
| pmpaddr_q | 256 |
| pmpcfg_o | 64 |
-- power by group --
group	total [mW]	switching, mW	internal (mW)
sequential	2.36	0.0000497	2.36
combinational	0.239	0.178	0.0607
clock	2.74	1.05	1.69
-- layout make-up --
type | instances | share of cell area [%]
Clock buffer | 58 | 5.91
Timing Repair Buffer | 402 | 19.8
Tap cell | 969 | 6.02
Clock inverter | 12 | 0.901
Multi-Input combinational cell | 944 | 27.5
Sequential cell | 320 | 39.8
Inverter | 6 | 0.112
Antenna cell | 4 | 0.0497
-- cell families after synthesis --
family / synth area share [%]
AND-OR/OR-AND: 8.05
other: 0.0251
multiplexers: 11.8
AND/OR/NAND/NOR: 8.36
adder cells (fa/ha/maj): 0.502
flip-flops: 53.6
XOR/XNOR: 0.117
buffers and inverters: 17.6
-- cells in the mapped netlist, drive strengths merged, types with 2 or more instances --
library cell / n / share of area (%)
nor2b: 9 / 0.38
nor3: 8 / 0.37
nor4: 2 / 0.18
mux4: 2 / 0.30
or3b: 2 / 0.12
nand2b: 18 / 0.75
or3: 6 / 0.25
mux2: 152 / 11
o31ai: 17 / 0.85
o21ai: 96 / 3.2
nand4bb: 2 / 0.15
a2111oi: 3 / 0.34
buf: 334 / 17
o2bb2ai: 32 / 1.9
or4: 4 / 0.23
nor2: 24 / 0.60
o21bai: 8 / 0.40
dfrtp: 320 / 54
ha: 6 / 0.50
inv: 6 / 0.15
a21oi: 32 / 1.1
and2: 2 / 0.084
a211oi: 2 / 0.10
nand3: 6 / 0.20
clkbuf: 32 / 0.80
nand2: 176 / 4.4
nand4: 6 / 0.35
nor3b: 2 / 0.17
-- critical path, delay by kind of cell --
| family | cells | cell delay [ns] |
|---|---|---|
| and+or+nand+nor | 2 | 0.51 |
| adders and majority gates | 1 | 0.31 |
| xor gates and xnor gates | 1 | 0.30 |
| muxes | 1 | 0.31 |
| buffers and inverters | 3 | 1.25 |
| AOI/OAI and AO/OA | 1 | 0.36 |
Power and IR drop assume default switching activity.
